### /design/flow/design.v
module priority_alg #(
   parameter XREQ_SIZE = 4
)(
   input                           clock,
   input                           reset,
   input          [XREQ_SIZE-1:0]  req,
   input          [XREQ_SIZE-1:0]  rel,
   output logic   [XREQ_SIZE-1:0]  response
);
logic [XREQ_SIZE-1:0][XREQ_SIZE-1:0] local_priority;
logic [XREQ_SIZE-1:0][XREQ_SIZE-1:0] next_priority;
logic [XREQ_SIZE-1:0][XREQ_SIZE-1:0] actual_priority;
logic [XREQ_SIZE-1:0][XREQ_SIZE-1:0] default_priority;
logic [XREQ_SIZE-1:0] winner;
logic [XREQ_SIZE-1:0] next_winner;
   wor   [XREQ_SIZE-1:0] or_priority;
logic won;
   assign default_priority[0] = 0;
   generate
      for (genvar j = 1; j < XREQ_SIZE; ++j) begin
         assign default_priority[j] = (1 << (j-1)) + default_priority[j-1];
      end
   endgenerate
   generate
      for (genvar j = 0; j < XREQ_SIZE; ++j) begin
         assign or_priority = actual_priority[j];
      end
   endgenerate
assign response = winner;
always_comb begin
   next_priority = local_priority;
   next_winner = winner;
   won = 0;
   for (int i = 0; i < XREQ_SIZE; ++i) begin
      actual_priority[i] = req[i] ? local_priority[i] : 0;
   end
   if ((winner == 0) || |(winner & rel)) begin
      won = |(~or_priority & req);
   end
   if (won) begin
      for (int i = 0; i < XREQ_SIZE; ++i) begin
         if (~or_priority[i] & req[i]) begin
            next_winner[i] = 1;
         end else begin
            next_winner[i] = 0;
         end
      end
      for (int i = 0; i < XREQ_SIZE; ++i) begin
         if (~or_priority[i] & req[i]) begin
            next_priority[i] = 0;
         end else begin
            next_priority[i] = local_priority[i] | next_winner;
         end
      end
   end else if (|(winner & rel)) begin
      next_winner = 0;
   end
end
always_ff @(posedge clock or posedge reset) begin
   if (reset) begin
      local_priority <= default_priority;
      winner <= 0;
   end else begin
      local_priority <= next_priority;
      winner <= next_winner;
   end
end
endmodule
### /design/flow/run.sh
#!/bin/bash
# OpenROAD 26Q1-2900-gdf79404cd8, Yosys 0.63+post, stock flow scripts
make -C /OpenROAD-flow-scripts/flow DESIGN_CONFIG=/design/flow/config.mk WORK_HOME=/design/flow/orfs finish
### /design/flow/config.mk
export PLATFORM = sky130hd
export DESIGN_NAME = priority_alg
export DESIGN_NICKNAME = priority_alg
export VERILOG_FILES = /design/flow/design.v
export SDC_FILE = /design/flow/constraint.sdc
export NUM_CORES = 4
export LEC_CHECK = 1
export CORE_AREA = 10 10 105 105
export DIE_AREA = 0 0 115 115
### /design/flow/constraint.sdc
current_design priority_alg

set clk_period 3.3
set clk_io_pct 0.2

create_clock -name clk0 -period $clk_period [get_ports {clock}]

set non_clock_inputs [all_inputs -no_clocks]
set_input_delay [expr $clk_period * $clk_io_pct] -clock clk0 $non_clock_inputs
set_output_delay [expr $clk_period * $clk_io_pct] -clock clk0 [all_outputs]
==> impl_metrics.json <==
{
  "endpoint_kind": "flop",
  "fin_cells": 209,
  "intPower_w": 0.000778,
  "htree_num_levels": 1,
  "combGateArea_sq_um": 428,
  "cts.clk_slew.worst_paths_ns": 0.07,
  "cts_tree": "done",
  "fmaxAchievable_ghz": 0.457,
  "hp-start": "local_priority[15]$_DFFE_PP0P_",
  "area_growth_pct": 29.6,
  "pwr-share-clk_pct": 20.2,
  "cp_max_fo": 16,
  "io_buffers": 13,
  "final_util_pct": 14.7,
  "synth_cells": 90,
  "cts.repair.resized": 0,
  "p_leak_nw": 0.492,
  "ys_seq_elements": 20,
  "finalWirelength_mm": 2.47,
  "ys_area_sq_um": 996,
  "first_iter_violations": 32,
  "setup_viol": 0,
  "routedWlPerCell_um": 11.8,
  "die_x_um": 115,
  "max-cap-violations": 0,
  "cpMaxStageDelayCell": "or3_1",
  "slew_viol_final": 0,
  "pwr-share-comb_pct": 44.0,
  "critPathKind": "primary input to flop",
  "cts_root_buffer": "clkbuf_8",
  "std_cell_rows": 34,
  "min_path_type": "flop to flop",
  "fp_util_pct": 11.4,
  "numCtsBuffers": 3,
  "worst_slew_pin_slew_ns": 0.781,
  "drtAntennaViolNets": 0,
  "p_switching_w": 0.000454,
  "skew_ns": 0.00731,
  "timing.rr.start": "winner[0]$_DFFE_PP0P_",
  "top_area_share_pct": 35.2,
  "required_ns": 3.46,
  "slowest_delay_ns": 0.67,
  "rsz0062_at_grt": "false",
  "post_cts_buffers": 0,
  "cp_cell_sequence": "clkdlybuf4s50_1 > a22o_1 > or3_1 > a221oi_1",
  "area_leaders": "dfrtp_1 35%, dfstp_2 16%, a221oi_2 9.0%, a221oi_1 5.3%, a22o_2 5.0%",
  "drc": 0,
  "cp-start-kind": "primary input",
  "clkSinkCount": 20,
  "num_antenna_cells": 0,
  "fin_crit_ns": 2.19,
  "holdPathEnd": "local_priority[15]$_DFFE_PP0P_",
  "synth_top_cell_by_area": "dfrtp_1",
  "relSlewSlack_pct": 47.9,
  "status": "finished clean",
  "p_sw_share_pct": 36.9,
  "peakVddDrop_v": 0.000277,
  "fin_setup_tns_ns": 0,
  "grt_start_max_net_pins": 21,
  "p_total_w": 0.00123,
  "grt_pass1_vias": 687,
  "ys_cells": 90,
  "r2r_slack_ns": 1.49,
  "io_pins": 14,
  "arrival_ns": 2.35,
  "die_h_um": 115,
  "warning_count": 25,
  "clock_latency_ns": 0.26,
  "period_used_pct": 66.3,
  "syn_area_per_cell_sq_um": 11.1,
  "p_per_area_nw_per_um2": 954,
  "fillers": 977,
  "dpl.hpwl_mm": 1.69,
  "viasPerCell": 3.70,
  "r2r_cells": 3,
  "ys_warn_count": 1,
  "ys_seq_share_pct": 51.0,
  "grt_use_total_pct": 3.63,
  "dr.pass1.iters": 3,
  "grt_pass1_wl_mm": 3.82,
  "routabilityCongestion": 0.798,
  "cts.path.max_buffers": 2,
  "drive_gt1_share_pct": 22.8,
  "reg2reg_to": "local_priority[14]$_DFFE_PP1P_",
  "ctsHoldBuffers": 0,
  "placed_cells": 205,
  "seq_area_sq_um": 508,
  "core_area_sq_um": 8760,
  "synthesis.area_sq_um": 996,
  "grt_overflow": 0,
  "p_seq_share_pct": 35.8,
  "hold_violations": 0,
  "whs_path_depth": 0,
  "synth_cell_type_count": 20,
  "num_vias": 774,
  "dieArea_sq_um": 13200,
  "grt_antenna_before_repair": 0
}
kinds of logic (layout without fill, tap and decap cells):
group | Yosys count | in the layout | synth area share (%)
AND-OR/OR-AND | 34 | 34 | 30.3
flip-flops | 20 | 20 | 51.0
buffers and inverters | 9 | 20 | 6.03
AND/OR/NAND/NOR | 27 | 27 | 12.7
per-layer routing:
| metal | vias to the layer above | share of wire, % | track usage, % |
|---|---|---|---|
| li1 | 368 | - | - |
| met1 | 383 | 48 | 5.37 |
| met2 | 21 | 37 | 4.24 |
| met3 | 2 | 14 | 2.64 |
| met4 | 0 | 0.69 | 0.248 |
| met5 | - | 0 | 0 |
sequential cells by signal, summed over array words and instances (netlist names):
register	cells
local_priority	16
winner	4
metrics by stage:
| step | hold WS [ns] | instance area (sq um) | setup slack, ns |
|---|---|---|---|
| 2_1_floorplan | 0.430 | 996 | 1.47 |
| 3_3_place_gp | 0.367 | 1220 | 0.887 |
| 5_1_grt | 0.395 | 1290 | 1.03 |
| 3_5_place_dp | 0.369 | 1220 | 0.859 |
| 4_1_cts | 0.386 | 1290 | 1.12 |
| 6_report | 0.381 | 1290 | 1.11 |
synth_stat cells:
| master | count |
|---|---|
| or3_1 | 1 |
| buf_12 | 1 |
| buf_6 | 1 |
| nor2b_1 | 4 |
| clkbuf_1 | 4 |
| a22o_2 | 5 |
| a22o_1 | 1 |
| nor4_1 | 1 |
| nor2_1 | 13 |
| a21oi_1 | 4 |
| inv_1 | 1 |
| dfstp_2 | 6 |
| dfrtp_1 | 14 |
| and3_1 | 4 |
| a22oi_1 | 4 |
| buf_2 | 2 |
| a31oi_1 | 8 |
| a221oi_1 | 6 |
| a221oi_2 | 6 |
| nand2_1 | 4 |
placed cells by master, fill, tap and decap left out:
| cell type | synthesis | routed |
|---|---|---|
| nor4_1 | 1 | 1 |
| clkdlybuf4s50_1 | 0 | 13 |
| dfrtp_1 | 14 | 14 |
| a31oi_1 | 8 | 8 |
| nand2_1 | 4 | 4 |
| dfstp_2 | 6 | 6 |
| inv_1 | 1 | 1 |
| a22o_2 | 5 | 5 |
| clkbuf_8 | 0 | 3 |
| buf_4 | 0 | 2 |
| a221oi_1 | 6 | 6 |
| bufinv_16 | 0 | 1 |
| a221oi_2 | 6 | 6 |
| a22o_1 | 1 | 1 |
| a21oi_1 | 4 | 4 |
| and3_1 | 4 | 4 |
| nor2b_1 | 4 | 4 |
| a22oi_1 | 4 | 4 |
| or3_1 | 1 | 1 |
| nor2_1 | 13 | 13 |
worst max path at each step:
| stage | start | endpoint | slack, ns | cells past startpoint |
|---|---|---|---|---|
| 4_1_cts | rel[2] | local_priority[14]$_DFFE_PP1P_ | 1.12 | 4 |
| 5_1_grt | rel[2] | local_priority[13]$_DFFE_PP1P_ | 1.03 | 4 |
| 6_report | rel[0] | local_priority[14]$_DFFE_PP1P_ | 1.11 | 4 |
area by class of cell:
| cell class | instances | area share (%) |
|---|---|---|
| Clock buffer | 3 | 3.20 |
| Clock inverter | 1 | 2.33 |
| Inverter | 1 | 0.291 |
| Multi-Input combinational cell | 61 | 33.1 |
| Sequential cell | 20 | 39.3 |
| Tap cell | 108 | 10.5 |
| Timing Repair Buffer | 15 | 11.2 |
power groups by stage:
stage,combinational [W],clock [W],sequential (W)
CTS,0.000542,0.000256,0.000441
global route,0.000598,0.000266,0.000453
finish,0.000542,0.000249,0.000441
worst max-delay path, delay by kind of cell:
kind	cells	cell delay (ns)
simple gates	1	0.67
compound gates	2	0.62
buf+inv	1	0.40
Power and IR drop assume default switching activity.
