==> flow/run.sh <==
#!/bin/bash
# OpenROAD 26Q1-2900-gdf79404cd8, Yosys 0.63+post, stock flow scripts
make -C /OpenROAD-flow-scripts/flow DESIGN_CONFIG=/design/flow/config.mk WORK_HOME=/design/flow/orfs finish
==> flow/config.mk <==
export PLATFORM = sky130hd
export DESIGN_NAME = column_left
export DESIGN_NICKNAME = column_left
export VERILOG_FILES = /design/flow/design.v
export SDC_FILE = /design/flow/constraint.sdc
export NUM_CORES = 4
export LEC_CHECK = 1
export CORE_AREA = 10 10 203 203
export DIE_AREA = 0 0 213 213
==> flow/constraint.sdc <==
current_design column_left

set clk_period 1.0
set clk_io_pct 0.2

create_clock -name clk0 -period $clk_period

set non_clock_inputs [all_inputs -no_clocks]
set_input_delay [expr $clk_period * $clk_io_pct] -clock clk0 $non_clock_inputs
set_output_delay [expr $clk_period * $clk_io_pct] -clock clk0 [all_outputs]
==> flow/design.v <==
module switch_m #(
   parameter XDATA_SIZE = 64
)(
   input       [1:0][XDATA_SIZE-1:0]            in,
   input                                        switch,
   output      [1:0][XDATA_SIZE-1:0]            out
);
assign out[0] = switch==1'b0 ? in[0] : in[1];
assign out[1] = switch==1'b1 ? in[0] : in[1];
endmodule
module column_left #(
   parameter XREQ_SIZE = 4,
   parameter XDATA_SIZE = 64
)(
   input        [XREQ_SIZE-1:0][XDATA_SIZE-1:0] in,
   input        [XREQ_SIZE/2-1:0]               switch_sel,
   output logic [XREQ_SIZE-1:0][XDATA_SIZE-1:0] out
);
wire [XREQ_SIZE-1:0][XDATA_SIZE-1:0] rea_data;
switch_m #(.XDATA_SIZE(XDATA_SIZE))
   data_s[XREQ_SIZE/2-1:0] (
      .in         (in),
      .switch     (switch_sel),
      .out        (rea_data)
);
genvar i;
generate 
   for (i = 0; i < XREQ_SIZE/2; ++i) begin
      assign out[i] = rea_data[i*2];
      assign out[i+XREQ_SIZE/2] = rea_data[i*2+1];
   end
endgenerate
endmodule
module column_right #(
   parameter XREQ_SIZE = 4,
   parameter XDATA_SIZE = 64
)(
   input        [XREQ_SIZE-1:0][XDATA_SIZE-1:0] in,
   input        [XREQ_SIZE/2-1:0]               switch_sel,
   output logic [XREQ_SIZE-1:0][XDATA_SIZE-1:0] out
);
wire [XREQ_SIZE-1:0][XDATA_SIZE-1:0] rea_data;
switch_m #(.XDATA_SIZE(XDATA_SIZE))
   data_s[XREQ_SIZE/2-1:0] (
      .in         (in),
      .switch     (switch_sel),
      .out        (rea_data)
);
genvar i;
generate 
   for (i = 0; i < XREQ_SIZE/2; ++i) begin
      assign out[i*2] = rea_data[i];
      assign out[i*2+1] = rea_data[i+XREQ_SIZE/2];
   end
endgenerate
endmodule
==> metrics.cfg <==
[min_path]
min_path_cells=3
hp-class=in -> out

[setup_path]
cp_slowest_cell=mux2_4
path_common_cell=buf_12
cp-end-kind=primary output
path_max_fanout=8
worstPathArrival_ns=1.17
setup.worst_path.start_class=input port
crit_family=buffers and inverters
worstPathCellList=buf_16 -> buf_12 -> buf_12 -> buf_8 -> mux2_4 -> buf_6
worstSetupPathType=in -> out
critical_path_depth=6
cp_slowest_stage_delay_ns=0.32
crit_required_ns=0.80
worstPathBufferInverterCount=5

[sta]
fin_ws_ns=-0.369
tightest_slew_ns=0.215
final.min_clock_period_ns=1.37
setup_viol=256
fin_hold_ws_ns=0.762
max_slew_margin_pct=85.7
fmax_mhz=730
hold_viol=0
tns_ns=-57.38
grt_setup_unrepaired=true
finalClockPeriodUsage_pct=137
maxSlewViolCount=0

[layout]
flops=0
area_delta_synth_final_pct=263
final_cell_area_um2=11800
fill_cells=3604
clkbuf_count=0
layout-drive-gt1-share_pct=73.6
seq_area_um2=0

[yosys]
yosys_area_um2=3240
area_leaders=mux2_2, clkbuf_8, buf_6
synth.avg_cell_area_um2=11.4
synthDistinctLibCells=3
synth.largest_area_cell=mux2_2
ys_top_cells_by_count=mux2_2, clkbuf_8, buf_6
synth_top_cell_by_count=mux2_2
seq_area_frac_synth_pct=0
yosysWarnings=0
ys_cells=284
syn_inst=284
syn_area_um2=3240
netlist.area_leader.share_pct=89.0

[route]
ant_nets=0
routed_wl_um=33300
post_drt_wl_per_cell_um=23.0
initialDrtViolationCount=255
vias_per_cell=3.65
drc=0
vias=5290
drt_pass1_iterations=4

[outcome]
outcome=finished, violations left
violations=setup timing

[global_routing]
grt_usage_pct=12.7
grt_pass1_vias=5117
grt_max_degree=22
antenna_found_initial=4
grt_pass1_wl_um=41000
grt-ovfl-total=0

[power]
vdd_drop_max_uv=246
power_uw=5360
leakage_uw=0.00619
p_per_area_nw_per_um2=456

[placement]
io_buffers=514
hpwlAfterDp_um=25600
dpl_cell_area_um2=8810
gp_congestion=0.917

[die]
die_h_um=213
std_cell_rows=70
initial_utilization_pct=8.82
die_w_um=213
ios=514
dieArea_um2=45400
core_um2=36700

[job]
warnings=34
maxCapViolCount=0

[layout make-up]
class | instances | area, µm² | share of cell area (%)
repair buffers | 725 | 7430 | 63.2
multi-input cells | 256 | 3730 | 31.8
well taps | 468 | 586 | 4.98
diodes | 2 | 5.00 | 0.0426
[power by group]
group	switching [µW]	total, µW	internal [µW]
sequential	0	0	0
clock	0	0.000268	0.000268
combinational	1640	5360	3720
[per-layer routing]
layer	share of wire (%)	global-route usage [%]	wire length, µm	up-vias
met2	49	20.9	16400	200
met3	8.7	3.57	2880	12
li1	-	-	-	2506
met1	42	17.2	13900	2568
met5	0.054	0	18	-
met4	0.42	0.246	140	4
[through the flow]
stage	util [%]	std cells	worst slack, ns
floorplan	-	284	0.00208
global placement	24.0	1260	-0.776
detailed placement	24.0	1260	-0.766
CTS	27.9	1385	-0.500
global route	32.0	1451	-0.374
finish	32.0	1451	-0.369
[cell usage in the layout, fill, tap and decap left out]
cell and n:
dlymetal6s2s_1 3, clkbuf_2 67, buf_4 15, mux2_4 226, clkdlybuf4s15_2 2, buf_16 19
buf_8 21, clkdlybuf4s15_1 4, buf_12 14, mux2_2 30, diode_2 2, dlygate4sd2_1 249
clkbuf_16 6, buf_6 286, buf_2 36, clkdlybuf4s50_1 3
[final timing paths]
kind / slack, ns / endpoint / startpoint
max: -0.37 / out[93] / switch_sel[1]
min: 0.76 / out[160] / in[32]
[repair_timing]
item	in CTS	in global routing
resized	1258	440
endpoints found under the setup margin	256	256
gates cloned	19	7
hold buffers	0	0
endpoints found under the hold margin	0	0
buffers inserted	107	76
pin swaps	0	0
[kinds of logic (layout without fill, tap and decap cells)]
| logic type | Yosys count | count (layout) | synth area share, % |
|---|---|---|---|
| mux | 256 | 256 | 89.0 |
| other cells | 0 | 2 | 0 |
| buf+inv | 28 | 725 | 11.0 |
